### flow/config.mk
export PLATFORM = sky130hd
export DESIGN_NAME = VendingAlle
export DESIGN_NICKNAME = VendingAlle
export VERILOG_FILES = /design/flow/design.v
export SDC_FILE = /design/flow/constraint.sdc
export NUM_CORES = 4
export LEC_CHECK = 1
export CORE_UTILIZATION = 40
### flow/constraint.sdc
current_design VendingAlle

set clk_period 7.0
set clk_io_pct 0.2

create_clock -name clk0 -period $clk_period [get_ports {clk}]

set non_clock_inputs [all_inputs -no_clocks]
set_input_delay [expr $clk_period * $clk_io_pct] -clock clk0 $non_clock_inputs
set_output_delay [expr $clk_period * $clk_io_pct] -clock clk0 [all_outputs]
### flow/design.v
module VendingAlle (
    input wire clk,             
    input wire reset,			 
    input wire boton_moneda,
	 input wire boton_p1,		
	 input wire boton_p2,
	 input wire boton_p3,
	 input wire boton_p4,
    output reg [6:0] seg,       
    output reg [1:0] an,         
	 output reg [3:0] motor
);
reg [25:0] clk_divider;        
reg [16:0] multiplex_div;      
reg [6:0] contador;
reg [7:0] prueba;
reg [7:0] prueba1;
reg [7:0] prueba2;
reg [7:0] prueba3;
reg [7:0] prueba4;
reg [3:0] digit;
reg boton_moneda_prev;                
reg boton_prev_1; 
reg boton_prev_2; 
reg boton_prev_3; 
reg boton_prev_4;
reg [25:0] contador1;  
reg [25:0] contador2;
reg [25:0] contador3;
reg [25:0] contador4;
always @(posedge clk or posedge reset) begin
    if (reset) begin
        clk_divider <= 0;
        multiplex_div <= 0;
        contador <= 0;
        boton_moneda_prev <= 1'b0;  
		  boton_prev_1 <= 1'b0;  
		  boton_prev_2 <= 1'b0;  
		  boton_prev_3 <= 1'b0;  
		  boton_prev_4 <= 1'b0;  
		  motor <=0;
    end else begin
        clk_divider <= clk_divider + 1;
        multiplex_div <= multiplex_div + 1;
		  if (contador1 > 0) begin   
								contador1 <= contador1 - 1;
							end else begin
								motor[0] <= 0;    
							end
			if (contador2 > 0) begin   
								contador2 <= contador2 - 1;
							end else begin
								motor[1] <= 0;    
							end
			if (contador3 > 0) begin   
								contador3 <= contador3 - 1;
							end else begin
								motor[2] <= 0;    
							end
			if (contador4 > 0) begin   
					contador4 <= contador4 - 1;
				end else begin
					motor[3] <= 0;    
				end
        if(boton_moneda != boton_moneda_prev) begin
            if(boton_moneda && !boton_moneda_prev) begin
                prueba <= prueba + 1;
            end
            boton_moneda_prev <= boton_moneda;
        end
		   if(boton_p1 != boton_prev_1) begin
            if(boton_p1 && !boton_prev_1) begin
                prueba1 <= prueba1 + 1;
					 prueba2 <= 0;
					 prueba3 <= 0;
					 prueba4 <= 0;
            end
            boton_prev_1 <= boton_p1;
        end else if(boton_p2 != boton_prev_2) begin
            if(boton_p2 && !boton_prev_2) begin
                prueba2 <= prueba2 + 1;
					 prueba1 <= 0;
					 prueba3 <= 0;
					 prueba4 <= 0;
            end
            boton_prev_2 <= boton_p2;
        end else if(boton_p3 != boton_prev_3) begin
            if(boton_p3 && !boton_prev_3) begin
                prueba3 <= prueba3 + 1;
					 prueba1 <= 0;
					 prueba2 <= 0;
					 prueba4 <= 0;
            end
            boton_prev_3 <= boton_p3;
        end else if(boton_p4 != boton_prev_4) begin
            if(boton_p4 && !boton_prev_4) begin
                prueba4 <= prueba4 + 1;
					 prueba1 <= 0;
					 prueba2 <= 0;
					 prueba3 <= 0;
            end
            boton_prev_4 <= boton_p4;
        end
        if (clk_divider == 2000000 - 1) begin
            clk_divider <= 0;
            if (prueba != 0) begin  
                prueba <= 0;
                if (boton_moneda) begin  
							if(contador !=95) begin 
                    contador <= contador + 5;
						  end
                end
            end
				if (prueba1 != 0 && motor==0) begin  
                prueba1 <= 0;
                if (boton_p1) begin  
							if(contador >= 5) begin 
                    contador <= contador - 5;
						  contador1 <=50000000;
						  motor[0] <= 1;   
						  end
                end
            end else if (prueba2 != 0 && motor==0) begin  
                prueba2 <= 0;
					 #2
                if (boton_p2) begin  
							if(contador >= 5) begin 
                    contador <= contador - 5;
						  contador2 <=50000000;
						  motor[1] <= 1;
						  end
                end
            end else if (prueba3 != 0 && motor==0) begin  
                prueba3 <= 0;
					 #2
                if (boton_p3) begin  
							if(contador >= 15) begin 
                    contador <= contador - 15;
						  contador3 <=50000000;
						  motor[2] <= 1;
						  end
                end
            end else if (prueba4 != 0 && motor==0) begin  
                prueba4 <= 0;
					 #2
                if (boton_p4) begin  
							if(contador >= 20) begin 
                    contador <= contador - 20;
						  contador4 <=50000000;
						  motor[3] <= 1;
						  end
                end
            end
        end
        if (multiplex_div == 100000 - 1) begin   
            multiplex_div <= 0;
        end
    end
end
function [6:0] decodificar_7segmentos;
    input [3:0] digit;
    case (digit)
        4'd0: decodificar_7segmentos = 7'b0111111;
        4'd1: decodificar_7segmentos = 7'b0000110;
        4'd2: decodificar_7segmentos = 7'b1011011;
        4'd3: decodificar_7segmentos = 7'b1001111;
        4'd4: decodificar_7segmentos = 7'b1100110;
        4'd5: decodificar_7segmentos = 7'b1101101;
        4'd6: decodificar_7segmentos = 7'b1111101;
        4'd7: decodificar_7segmentos = 7'b0000111;
        4'd8: decodificar_7segmentos = 7'b1111111;
        4'd9: decodificar_7segmentos = 7'b1101111;
        default: decodificar_7segmentos = 7'b0000000;   
    endcase
endfunction
always @(posedge clk or posedge reset) begin
    if (reset) begin
        an <= 2'b00;   
        seg <= 7'b0000000;   
    end else begin
        an <= 2'b00;
        seg <= 7'b0000000;
        #1;
        case (multiplex_div[16])   
            1'b0: begin
                an <= 2'b10;   
                digit <= contador / 10;
                seg <= decodificar_7segmentos(digit);   
           end
            1'b1: begin
                an <= 2'b01;   
                digit <= contador % 10;
                seg <= decodificar_7segmentos(digit);   
            end
        endcase
    end
end
endmodule
### flow/run.sh
#!/bin/bash
# OpenROAD 26Q1-2900-gdf79404cd8, Yosys 0.63+post, stock flow scripts
make -C /OpenROAD-flow-scripts/flow DESIGN_CONFIG=/design/flow/config.mk WORK_HOME=/design/flow/orfs finish
==> run_results.csv <==
group,metric,value,unit
route,wire_per_inst,14.5,um
critical_path,critical_path.max_stage_delay,0.81,ns
critical_path,cpMaxStageDelayCell,"dfrtp_1",
route,insertedDiodeCount,0,
finish,syn2layout_area_growth,12.4,%
route,ant_nets,0,
sta,finalClockPeriodUsage,85.5,%
clocking,cts.sinks,223,
clocking,cts_resized,0,
die,die-area,0.0334,mm^2
pwr,power_density,252,mW/mm^2
critical_path,reg2reg_depth,21,
hold_path,holdPathStages,0,
clocking,h-tree-depth,1,
place,hpwlAfterDp,17.7,mm
route,drt_first_iter_violations,701,
grt,grt_pass1_wl,45.9,mm
grt,grt_overflow,0,
clocking,cts_root_buf,"clkbuf_16",
critical_path,crit_required,7.43,ns
sta,fmax,167,MHz
synth,ff_type,"edfxtp_1",
sta,grt_setup_unrepaired,"false",
hold_path,min_path_type,"flop to flop",
grt,first_global_vias,9427,
synth,synth-edff-count,148,
grt,antenna_found_initial,0,
synth,ys_seq_elements,223,
pwr,power.leakage,5.60,nW
synth,ys_warn_count,1,
critical_path,end_kind,"flop",
clocking,clock_latency,0.54,ns
critical_path,rrSetupSlack,1.02,ns
clocking,numCtsBuffers,26,
sta,tns,0,ns
run,openroad.warnings,49,
critical_path,r2r_start,"contador[2]$_DFFE_PP0N_",
clocking,clk_pin_slew,0.06,ns
critical_path,path_class,"flop to flop",
synth,synthArstFlopShare,30.5,%
critical_path,cp.depth,21,
die,die_w,183,um
die,fp_util,41.0,%
critical_path,path_max_fanout,24,
die,coreArea,0.0319,mm^2
finish,final_util,46.1,%
critical_path,arrival,6.41,ns
sta,report.final.setup_viol,0,
place,detailedPlace.worstSlack,1.06,ns
clocking,clock_path_buffers,3,
route,via_per_inst,5.36,
hold_path,holdPathEnd,"seg[2]$_DFF_PP0_",
clocking,postCtsSetupBuffers,0,
die,fp-row-count,65,
grt,grt_use_total,17.3,%
pwr,intPower,0.00268,W
route,drt_wl_total,26.9,mm
pwr,p_seq_share,45.8,%
sta,fin_skew,0.0127,ns
critical_path,cp_top_family,"AND-OR/OR-AND gates",
place,port-buffer-count,19,
pwr,p_comb_share,16.1,%
sta,fin_crit,5.98,ns
pwr,switching_power,0.00102,W
clocking,cts_hold_buf,0,
critical_path,critPathLaunchType,"flop",
grt,grt_max_degree,130,
sta,final_max_slew_viol_count,0,
finish,drive_gt1_share,6.51,%
pwr,ir_drop,0.185,mV
place,gp_congestion,0.874,
run,maxCapViolations,0,
sta,final-hold-violation-count,0,
pwr,p_clk_share,38.1,%
synth,ys_types,84,
synth,syn_area_per_cell,9.55,um^2
sta,postLayoutSetupSlackWorst,1.02,ns
route,vias,9917,
route,route.detailed.drc,0,
sta,tightest_slew,0.851,ns
die,die_h,183,um
die,boundaryPins,20,
critical_path,crit_buf_inv,2,
sta,max_slew_margin,43.1,%
clocking,cts_tree,"built",
pwr,swShare,27.6,%
critical_path,crit_chain,"clkinv_1, ha_1, nand2b_1, nand2_1, nand2_1, ha_1, o21ai_0, nand2_1, nor3_1, o211ai_1, a31oi_1, nor3_2, xnor2_1, a21o_1, o21ai_0, inv_1, ha_1, a21oi_1, nor2_1, a311o_1, a21o_1",
synth,synth_cells,1370,
synth,ys_cells,1370,
synth,yosys_area,0.0131,mm^2
status,status,"completed",
synth,mappedNetlistArea,0.0131,mm^2
synth,ys_seq_share,48.0,%
route,drt-pass1-iter-count,5,
-- power groups by stage --
stage	sequential [W]	clock (W)	combinational, W
finish	0.00170	0.00141	0.000597
global route	0.00172	0.00151	0.000685
CTS	0.00169	0.00145	0.000598
-- per-stage QoR --
| step | power [W] | hold slack, ns | cells | cell area, um^2 |
|---|---|---|---|---|
| after floorplan | 0.00217 | 0.316 | 1370 | 13100 |
| after global placement | 0.00230 | 0.323 | 1801 | 13800 |
| after detailed placement | 0.00231 | 0.321 | 1801 | 13800 |
| after CTS | 0.00375 | 0.329 | 1849 | 14700 |
| after global routing | 0.00391 | 0.333 | 1849 | 14700 |
| final | 0.00371 | 0.327 | 1849 | 14700 |
-- metal layers --
metal	GRT usage [%]	wire length (um)	vias to the layer above	part of all wire [%]
li1	-	-	5042	-
met1	28.7	13500	4662	50
met2	25.7	11800	172	44
met3	2.77	1110	41	4.1
met4	3.07	529	0	2.0
met5	0	0	-	0
-- cells in the mapped netlist, types with 16 or more instances --
library cell  number  area [um^2]
nor2_1           187          702
nand2_1          157          589
edfxtp_1         148         4440
xnor2_1           77          674
o21ai_0           73          365
a21oi_1           72          360
dfrtp_1           68         1700
nand3_1           54          270
inv_1             47          176
ha_1              41          513
nor3_1            39          195
xor2_1            37          324
nor4_1            35          219
or3_1             30          188
clkbuf_1          29          109
and3_1            20          125
nand4_1           17          106
nand2b_1          16          100
or4_1             16          120
-- placed cells by master (no fill, tap or decap), types with 20 or more instances in the layout --
cell and count:
nor3_1 39, clkbuf_16 30, edfxtp_1 148, and3_1 20
o21ai_0 73, nor4_1 34, or3_1 30, nor2_1 187
ha_1 41, dfrtp_1 68, a21oi_1 72, inv_1 46
xor2_1 37, xnor2_1 77, nand3_1 54, nand2_1 157
-- registers in the layout, indices dropped and copies added, names as in the netlist, 7 cells and up, named ones only --
signal         count
prueba1            8
prueba4            8
prueba             8
contador4         26
contador           7
seg                7
prueba3            8
multiplex_div     17
prueba2            8
clk_divider       26
contador2         26
contador3         26
contador1         26
-- cells by family (layout without fill, tap and decap cells) --
logic type / count (synthesis) / after routing / share of synthesized area [%]
AOI/OAI and AO/OA: 252 / 252 / 12.3
xor gates and xnor gates: 114 / 114 / 7.63
adders and majority gates: 42 / 42 / 4.00
buffers and inverters: 85 / 129 / 2.50
DFF: 223 / 223 / 48.0
muxes: 21 / 21 / 1.77
and+or+nand+nor: 633 / 633 / 23.7
-- final cells by class --
cell class	instances	area [um^2]
clock buffers	39	795
repair buffers	32	300
fillers	2975	17200
inverters	49	188
flip-flops and latches	223	6290
well taps	435	544
clock inverters	9	113
multi-input cells	1062	6480
-- worst register-to-register path: cells and delay by family, from the launching register on --
kind	cells	cell delay, ns
buffers and inverters	2	0.64
and+or+nand+nor	7	1.21
adders and majority gates	3	0.85
AOI/OAI and AO/OA	8	2.21
xor gates and xnor gates	1	0.16
DFF	1	0.81
-- worst max path at each step --
stage | startpoint | to | slack [ns]
CTS | contador[2]$_DFFE_PP0N_ | flop | 1.04
global route | contador[2]$_DFFE_PP0N_ | flop | 0.21
finish | contador[2]$_DFFE_PP0N_ | flop | 1.02
No activity file was given, so power comes from the tool's default toggle rates.
